[flow/run.sh]
#!/bin/bash
# OpenROAD 26Q1-2900-gdf79404cd8, Yosys 0.63+post, stock flow scripts
make -C /OpenROAD-flow-scripts/flow DESIGN_CONFIG=/design/flow/config.mk WORK_HOME=/design/flow/orfs finish
[flow/config.mk]
export PLATFORM = sky130hd
export DESIGN_NAME = Top_Level
export DESIGN_NICKNAME = Top_Level
export VERILOG_FILES = /design/flow/design.v
export SDC_FILE = /design/flow/constraint.sdc
export NUM_CORES = 4
export LEC_CHECK = 1
export CORE_UTILIZATION = 40
[flow/constraint.sdc]
current_design Top_Level

set clk_period 12.8
set clk_io_pct 0.2

create_clock -name clk0 -period $clk_period [get_ports {clk}]

set non_clock_inputs [all_inputs -no_clocks]
set_input_delay [expr $clk_period * $clk_io_pct] -clock clk0 $non_clock_inputs
set_output_delay [expr $clk_period * $clk_io_pct] -clock clk0 [all_outputs]
[flow/design.v]
`timescale 1ns / 1ps
module InputOutput(
    input clk,
    input rst,
    input SW12,
    input SW13,
    input [7:0] SW,
    input [1:0] SW_digit,
    output reg [7:0] A,
    output reg [7:0] B,
    output reg [31:0] A_entire,
    output reg [31:0] B_entire,
    output mac_enable
);
reg [3:0] A_counter;
reg [3:0] B_counter;
reg [2:0] counter;
wire initiate_mac;
wire dot_product_computed;
assign initiate_mac = (A_counter == 4'b1111) && (B_counter == 4'b1111);
assign mac_enable = initiate_mac && ~dot_product_computed;
assign dot_product_computed = (counter > 4);
always @(posedge clk) begin
    if (rst) begin
        A_entire = 32'd0;
        B_entire = 32'd0;
        A_counter <= 3'd0;
        B_counter <= 3'd0;
    end 
    else begin
        if (counter >= 4) begin
            A_counter <= 4'd0;
            B_counter <= 4'd0;
        end
        if (SW12) begin
            case (SW_digit)
            2'd0: begin
                A_entire[31:24] <= SW;
                A_counter[3] <= 1'b1;
            end
            2'd1: begin
                A_entire[23:16] <= SW;
                A_counter[2] <= 1'b1;
            end
            2'd2: begin
                A_entire[15:8] <= SW;
                A_counter[1] <= 1'b1;
            end
            2'd3: begin
                A_entire[7:0] <= SW;
                A_counter[0] <= 1'b1;
            end 
            default: ;
            endcase
        end
        if (SW13) begin
            case (SW_digit)
            2'd0: begin
                B_entire[31:24] <= SW;
                B_counter[3] <= 1'b1;
            end
            2'd1: begin
                B_entire[23:16] <= SW;
                B_counter[2] <= 1'b1;
            end
            2'd2: begin
                B_entire[15:8] <= SW;
                B_counter[1] <= 1'b1;
            end
            2'd3: begin
                B_entire[7:0] <= SW;
                B_counter[0] <= 1'b1;
            end
            default: ;
            endcase
        end
    end
end
always @(posedge clk) begin
    if (rst) begin
        A <= 8'd0;
        B <= 8'd0;
        counter <= 3'd0;
    end
    else if ((counter < 4) && initiate_mac) begin 
        case (counter) 
            2'd0: begin
                A <= A_entire[31:24];
                B <= B_entire[31:24];
            end
            2'd1: begin
                A <= A_entire[23:16];
                B <= B_entire[23:16];
            end
            2'd2: begin
                A <= A_entire[15:8];
                B <= B_entire[15:8];
            end
            2'd3: begin
                A <= A_entire[7:0];
                B <= B_entire[7:0];
            end
        endcase
        counter <= counter + 1;
    end
    else if (counter >= 4) begin
        counter <= 3'd0;
    end
end
endmodule
`timescale 1ns / 1ps
module MAC (
    input clk,
    input rst,
    input mac_enable,
    input [7:0] A,
    input [7:0] B,
    output [15:0] LED,
    output reg oflow
);
reg [31:0] dot_product;
always @(posedge clk) begin
    oflow <= (dot_product > 16'hFFFF) ? 1'b1 : 1'b0;
end
always @(posedge clk) begin
    if (rst) begin
        dot_product <= 0;
    end
    else if (mac_enable) begin
        dot_product <= dot_product + (A * B);
    end
end
assign LED = (~oflow) ? dot_product[15:0] : 16'd0;
endmodule
`timescale 1ns / 1ps
module Seven_Segment_Display (
    input clk,
    input rst,
    input oflow,
    input SW14,
    input SW15,
    input [1:0] SW_digit,
    input [31:0] A,
    input [31:0] B,
    input [15:0] dot_product,
    output an0,
    output an1,
    output an2,
    output an3,
    output dp,
    output reg [6:0] cathode
);
    reg [6:0] seg;
    reg [1:0] active_anode;
    reg [16:0] counter;
    reg [32:0] reset_counter;
    reg reset_display;
    function [6:0] digit_to_segment;
        input [3:0] digit;
        begin
            case (digit) 
                4'd0: digit_to_segment = 7'b0000001;  
                4'd1: digit_to_segment = 7'b1001111;  
                4'd2: digit_to_segment = 7'b0010010;  
                4'd3: digit_to_segment = 7'b0000110;  
                4'd4: digit_to_segment = 7'b1001100;  
                4'd5: digit_to_segment = 7'b0100100;  
                4'd6: digit_to_segment = 7'b0100000;  
                4'd7: digit_to_segment = 7'b0001111;  
                4'd8: digit_to_segment = 7'b0000000;  
                4'd9: digit_to_segment = 7'b0000100;  
                4'd10: digit_to_segment = 7'b0001000;  
                4'd11: digit_to_segment = 7'b1100000;  
                4'd12: digit_to_segment = 7'b0110001;  
                4'd13: digit_to_segment = 7'b1000010;  
                4'd14: digit_to_segment = 7'b0110000;  
                4'd15: digit_to_segment = 7'b0111000;  
            endcase
        end
    endfunction
    function [6:0] number_to_print;
        input [1:0] digit;
        input [31:0] num;
        input half;
        begin
            case(half)
                0: begin
                    case (digit)
                        2'd0: number_to_print = digit_to_segment(num[31:28]);
                        2'd1: number_to_print = digit_to_segment(num[23:20]);
                        2'd2: number_to_print = digit_to_segment(num[15:12]);
                        2'd3: number_to_print = digit_to_segment(num[7:4]);
                    endcase
                end
                1: begin
                    case (digit)
                        2'd0: number_to_print = digit_to_segment(num[27:24]);
                        2'd1: number_to_print = digit_to_segment(num[19:16]);
                        2'd2: number_to_print = digit_to_segment(num[11:8]);
                        2'd3: number_to_print = digit_to_segment(num[3:0]);
                    endcase
                end
            endcase
        end
    endfunction
assign dp = 1;
always @(posedge clk) begin
    if(rst) begin
        reset_counter <= 0;
        reset_display <= 1;
    end
    else if(reset_display) begin
        reset_counter <= reset_counter + 1;
        if(reset_counter > 32'd500_000_000) begin
           reset_display <= 0;
           reset_counter <= 0;
        end
    end
end
always @(posedge clk) begin
    counter <= counter + 1;
    if (counter == 17'd999999) begin
        counter <= 0;
        active_anode <= (active_anode==2'd3)? 2'd0 : active_anode + 1;
    end
end
    assign an0 = ~(active_anode == 2'd0);
    assign an1 = ~(active_anode == 2'd1);
    assign an2 = ~(active_anode == 2'd2);
    assign an3 = ~(active_anode == 2'd3);
always @(posedge clk) begin
    if (reset_display) begin
        case (active_anode)
            2'd0: cathode = 7'b1111110;  
            2'd1: cathode = 7'b1111010;  
            2'd2: cathode = 7'b0100100;  
            2'd3: cathode = 7'b1110000;  
        endcase
    end
    else if (oflow) begin
        case (active_anode)
            2'd0: cathode = 7'b0000001;  
            2'd1: cathode = 7'b0111000;  
            2'd2: cathode = 7'b1110001;  
            2'd3: cathode = 7'b0000001;  
        endcase
    end
    else if (SW14 && SW15) begin
        case (active_anode)
            2'd0: cathode = digit_to_segment(dot_product[15:12]);
            2'd1: cathode = digit_to_segment(dot_product[11:8]);
            2'd2: cathode = digit_to_segment(dot_product[7:4]);
            2'd3: cathode = digit_to_segment(dot_product[3:0]);
        endcase
    end
    else if (SW14) begin
        case (active_anode)
            2'd0: cathode = 7'b1111111;  
            2'd1: cathode = 7'b1111111;  
            2'd2: cathode = number_to_print(SW_digit, A, 0);
            2'd3: cathode = number_to_print(SW_digit, A, 1);
        endcase
    end
    else if (SW15) begin
        case (active_anode)
            2'd0: cathode = 7'b1111111;  
            2'd1: cathode = 7'b1111111;  
            2'd2: cathode = number_to_print(SW_digit, B, 0);
            2'd3: cathode = number_to_print(SW_digit, B, 1);
        endcase
    end
    else begin
        cathode = 7'b1111111;
    end
end
endmodule
`timescale 1ns / 1ps
module Debouncing(
    input clk,
    input noisy_in,
    output reg clean_out
    );
    reg [3:0] count;
    reg noisy_in_sync;
    initial begin
        clean_out = 32'd0;
        count = 4'd0;
    end
    always @(posedge clk) begin
        noisy_in_sync <= noisy_in;
        if(~(noisy_in_sync == clean_out)) begin
            count = count + 1;
            if(count >= 2) begin
                clean_out = noisy_in_sync;
                count = 0;
            end
        end
        else begin
            count = 0;
        end
    end
endmodule
`timescale 1ns / 1ps
module Top_Level (
    input clk,
    input rst,
    input SW12,
    input SW13,
    input SW14,
    input SW15,
    input [7:0] SW,
    input [1:0] SW_digit,
    output [15:0] LED,
    output an0,
    output an1,
    output an2,
    output an3,
    output dp,
    output [6:0] cathode
);
wire clean_out;
wire oflow;
wire [7:0] A;
wire [7:0] B;
wire [31:0] A_entire;
wire [31:0] B_entire;
wire mac_enable;
Seven_Segment_Display display0 (
    .clk(clk),
    .rst(clean_out),
    .oflow(oflow),
    .SW14(SW14),
    .SW15(SW15),
    .SW_digit(SW_digit),
    .A(A_entire),
    .B(B_entire),
    .dot_product(LED),
    .an0(an0),
    .an1(an1),
    .an2(an2),
    .an3(an3),
    .dp(dp),
    .cathode(cathode)
);
InputOutput io0 (
    .clk(clk),
    .rst(clean_out),
    .SW12(SW12),
    .SW13(SW13),
    .SW(SW),
    .SW_digit(SW_digit),
    .A(A),
    .B(B),
    .A_entire(A_entire),
    .B_entire(B_entire),
    .mac_enable(mac_enable)
);
MAC mac0 (
    .clk(clk),
    .rst(clean_out),
    .mac_enable(mac_enable),
    .A(A),
    .B(B),
    .LED(LED),
    .oflow(oflow)
);
Debouncing debounce0 (
    .clk(clk),
    .noisy_in(rst),
    .clean_out(clean_out)
);
endmodule
==> metrics.yaml <==
critical_path:
  critPathKind: "reg -> reg"
  crit_path_end_kind: "register"
  cp-start-kind: "register"
  r2r_cells: 22
  arrival_ns: 6.51
  cp.required_ns: 13.23
  cp_max_fo: 11
routing:
  drtPass1Iterations: 5
  drt_iter0_drc: 853
  dr_total_vias: 15601
  via_per_inst: 5.455
  drc: 0
  antenna_cells: 0
  wire_per_inst_um: 17.29
  wl_um: 49460
  ant_nets: 0
cts:
  clockBufferDepth: 3
  insertion_delay_ns: 0.55
  postCtsSetupRepairBufs: 0
  clk_pin_slew_ns: 0.06
  cts.repair.resized: 0
  h-tree-depth: 2
  tritoncts: "built"
  numCtsBuffers: 36
  root_buffer: "clkbuf_16"
  cts_sinks: 302
  cts-hold-fix-buffers: 0
die:
  coreArea_mm2: 0.04805
  dieArea_mm2: 0.04997
  fp-utilization_pct: 40.86
  fp.dieW_um: 223.5
  num_rows: 80
  die_h_um: 223.5
  ioPinCount: 44
power_and_ir_drop:
  p_leak_uw: 0.009418
  peakVddDrop_uv: 105.9
  powerDensity_mw_per_mm2: 103.4
outcome:
  outcome: "finished, final reports clean"
final_timing:
  max_freq_mhz: 164.4
  max_slew_margin_pct: 45.09
  setup_tns_ns: 0
  setup_viol: 0
  fin_crit_sh_pct: 47.52
  finalClockSkew_ns: 0.02383
  hold_viol: 0
  finalMaxSlewViolations: 0
  grt_setup_unrepaired: "no"
  tightest_slew_ns: 0.8220
  min_period_ns: 6.082
synthesis:
  yosys-stat-cells: 2255
  edf_count: 3
  synth_area_mm2: 0.01963
  flop_cell: "dfxtp_1"
  ys_seq_share_pct: 30.95
  synthArstFlopShare_pct: 0
  post_synth.cell_area_avg_um2: 8.706
  ys_area_mm2: 0.01963
  ys_warn_count: 5
  syn_inst: 2255
  ys_types: 92
  ys_ff: 302
placed_design:
  place_congestion: 0.9235
  dpl-instance-area_mm2: 0.02036
  hpwl_um: 36740
  io_buffer_count: 42
global_routing:
  grt_pass1_vias: 15048
  grt_max_degree: 73
  grtUsageTotal_pct: 20.62
  grt.overflow.total: 0
  antenna_found_initial: 0
  grt_pass1_wl_um: 79790
final_layout:
  drive_gt1_share_pct: 7.929
  design_area_mm2: 0.02154
  syn_to_final_growth_pct: 9.725
  nFillCells: 4519
job:
  warnings: 138
  cap_viol_max_count: 0
hold_path:
  hold_depth: 1
  hp-class: "reg -> reg"
## critical path: stages (launching register included)
cell,delay (ns)
dfxtp_1,0.49
nand2_1,0.13
fa_1,0.51
fa_1,0.55
inv_1,0.06
fa_1,0.53
inv_1,0.05
fa_1,0.52
inv_1,0.04
ha_1,0.34
o21a_1,0.19
nor2_1,0.09
a21oi_1,0.06
a41oi_1,0.25
nor2b_1,0.18
xnor2_1,0.17
ha_1,0.32
nand2_1,0.10
nor2_1,0.05
a311o_1,0.35
o21ba_1,0.31
a41oi_1,0.29
mux2_2,0.35
## stage by stage
stage | utilization [%] | instances | setup slack, ns | hold slack, ns | power [µW]
after floorplan | - | 2257 | 7.188 | 0.4258 | 1182
after global placement | 42.38 | 2798 | 6.762 | 0.4394 | 1235
after detailed placement | 42.38 | 2798 | 6.725 | 0.4403 | 1238
after CTS | 44.84 | 2860 | 6.696 | 0.4539 | 2253
after global routing | 44.84 | 2860 | 6.261 | 0.4758 | 2317
final | 44.84 | 2860 | 6.718 | 0.4543 | 2227
## worst paths after layout
kind	from	slack, ns	end
worst max register to register	io0.B[7]$_SDFFE_PP0P_	6.72	mac0.dot_product[28]$_SDFFE_PP0P_
worst min-delay path	display0.counter[4]$_SDFF_PN0_	0.45	display0.counter[4]$_SDFF_PN0_
worst min register to register	display0.counter[4]$_SDFF_PN0_	0.45	display0.counter[4]$_SDFF_PN0_
worst max-delay path	io0.B[7]$_SDFFE_PP0P_	6.72	mac0.dot_product[28]$_SDFFE_PP0P_
## synthesized netlist by cell type, types with 16 or more instances
library cell  instances  area share (%)
a21oi_1             114             2.9
a222oi_1             16            0.82
a22o_1               49             2.2
a22oi_1              31             1.2
a311oi_1             18            0.80
and2_1               63             2.0
and3_1               36             1.1
buf_2                35            0.89
clkbuf_1             81             1.5
dfxtp_1             299              30
fa_1                 37             3.8
ha_1                191              12
inv_1               161             3.1
mux2_2               16            0.92
mux2i_1              93             4.7
nand2_1             177             3.4
nand2b_1             16            0.51
nand3_1              51             1.3
nand4_1              16            0.51
nor2_1              131             2.5
nor2b_1              35             1.1
nor3_1               88             2.2
o21ai_0             121             3.1
o2bb2ai_1            17            0.76
o31ai_1              24            0.92
or2_2                31            0.99
xnor2_1              31             1.4
xor2_1               28             1.2
## layer usage
layer,global-route usage [%],part of all wire [%],up-vias
li1,-,-,7895
met4,6.430,3.7,0
met5,0,0,-
met2,33.06,46,292
met1,29.52,46,7327
met3,2.826,4.2,87
## where the power goes
part           total, µW  internal [µW]  switching [µW]
sequential          1010            987            22.8
combinational        210           76.3             134
clock               1010            596             411
total               2230           1660             568
## cell type report
class / count / area (µm²) / share of cell area (%)
clock buffer: 51 / 1049 / 4.867
clock inverter: 11 / 131.4 / 0.6099
inverter: 169 / 639.4 / 2.968
multi-input combinational: 1649 / 12310 / 57.14
sequential: 302 / 6076 / 28.20
tap: 615 / 769.5 / 3.572
timing repair buffer: 63 / 568.0 / 2.637
## cell usage in the layout, fill, tap and decap left out, types with 16 or more instances in the layout
master	n
ha_1	191
nor3_1	87
fa_1	37
nand2_1	177
a222oi_1	16
and3_1	36
clkdlybuf4s50_1	40
inv_1	161
o21ai_0	121
dfxtp_1	299
nand4_1	16
a21oi_1	114
nor2_1	131
or2_2	31
a22o_1	49
mux2_2	16
clkbuf_16	37
o2bb2ai_1	17
and2_1	63
nor2b_1	35
a22oi_1	31
xnor2_1	31
o31ai_1	24
mux2i_1	93
xor2_1	28
buf_4	21
a311oi_1	18
nand2b_1	16
nand3_1	51
## cell families (layout without fill, tap and decap cells)
family / count (synthesis) / in the layout / share of synthesized area (%)
AOI/OAI and AO/OA: 514 / 514 / 17.87
xor gates and xnor gates: 59 / 59 / 2.632
and+or+nand+nor: 717 / 717 / 18.56
DFF: 302 / 302 / 30.95
other: 2 / 4 / 0.03825
muxes: 127 / 127 / 7.546
adders and majority gates: 228 / 228 / 15.95
buffers and inverters: 306 / 294 / 6.456
No activity file was given, so power comes from the tool's default toggle rates.
